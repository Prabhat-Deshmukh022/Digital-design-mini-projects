**./config.mk**
```make
export PLATFORM = sky130hd
export DESIGN_NAME = ram_128_16
export DESIGN_NICKNAME = ram_128_16
export VERILOG_FILES = /design/flow/design.v
export SDC_FILE = /design/flow/constraint.sdc
export NUM_CORES = 4
export LEC_CHECK = 1
export CORE_UTILIZATION = 40
```
**./constraint.sdc**
```tcl
current_design ram_128_16

set clk_period 4.1
set clk_io_pct 0.2

create_clock -name clk0 -period $clk_period

set non_clock_inputs [all_inputs -no_clocks]
set_input_delay [expr $clk_period * $clk_io_pct] -clock clk0 $non_clock_inputs
set_output_delay [expr $clk_period * $clk_io_pct] -clock clk0 [all_outputs]
```
**./run.sh**
```bash
#!/bin/bash
# OpenROAD 26Q1-2900-gdf79404cd8, Yosys 0.63+post, stock flow scripts
make -C /OpenROAD-flow-scripts/flow DESIGN_CONFIG=/design/flow/config.mk WORK_HOME=/design/flow/orfs finish
```
**./design.v**
```verilog
module ram_128_16 (input wire clk, reset, wr, input wire [6:0] addr, input wire [15:0] din, output wire [15:0] dout);
  reg [0:127] ram [15:0];
  initial begin
    ram[0]=16'b10xxxxx000xxxxxx;  
    ram[1]=16'b0000000000000100;
    ram[2]=16'b10xxxxx001xxxxxx;  
    ram[3]=16'b0000000000000111;
    ram[4]=16'b10xxxxx010xxxxxx;  
    ram[5]=16'b0000000000010101;
    ram[6]=16'b10xxxxx011xxxxxx;  
    ram[7]=16'b0000000000000000;
    ram[8] = 16'b10xxxxx101xxxxxx;  
    ram[9] = 16'b0000000000000001;  
    ram[10]=16'b0000000011011000;  
    ram[11]=16'b0000000011011001;  
    ram[12]=16'b0000001010101010;  
    ram[13]=16'b01xxxxxx00000100;  
  end
  always @(wr) ram[addr]=din;
  assign dout=ram[addr];
endmodule
module mproc_mem (input wire clk, reset);
  wire wr; wire [6:0] addr; wire [15:0] d_in, d_out;
  ram_128_16 ram_128_16_0 (clk, reset, 1'b0, addr, d_out, d_in);
  mproc mproc_0 (clk, reset, d_in, addr, d_out);
endmodule
```
==> impl_metrics.sql <==
-- generated from flow reports
INSERT INTO impl_metrics (metric_group, metric, value, unit) VALUES
('status', 'status', 'complete, no violations', ''),
('detailed_routing', 'detail_route.iter0.violations', '355', ''),
('grt', 'grt_usage', '21.8', '%'),
('logic_synthesis', 'top_cell_area_share', '62.8', '%'),
('sta', 'timing.final.hold_violations', '0', ''),
('logic_synthesis', 'synth_area', '6110', 'um^2'),
('power', 'power_density', '88.0', 'nW/um^2'),
('detailed_routing', 'diodes', '0', ''),
('setup_path', 'start_kind', 'input port', ''),
('logic_synthesis', 'yosys_register_bits', '256', ''),
('setup_path', 'critPathKind', 'in -> out', ''),
('cts', 'ctsResizeCount', '0', ''),
('logic_synthesis', 'edf_count', '0', ''),
('finish', 'stdcell_area', '6820', 'um^2'),
('die', 'die.size.x', '126', 'um'),
('grt', 'grt_pass1_wl', '25600', 'um'),
('sta', 'final.period_utilization', '96.1', '%'),
('place', 'io_buffer_count', '36', ''),
('logic_synthesis', 'yosysTopAreaCell', 'sky130_fd_sc_hd__dlxtn_1', ''),
('setup_path', 'worst_setup_path_end_kind', 'output pin', ''),
('logic_synthesis', 'synth_chip_area', '6110', 'um^2'),
('detailed_routing', 'finalWirelength', '16200', 'um'),
('place', 'place_congestion', '0.898', ''),
('setup_path', 'critical_path_peak_fanout', '42', ''),
('grt', 'via_count_of_the_first_global_routing_pass', '4340', ''),
('die', 'initial_utilization', '41.6', '%'),
('cts', 'post_cts_buffers', '0', ''),
('sta', 'max_freq', '254', 'MHz'),
('detailed_routing', 'route.vias.total', '4628', ''),
('logic_synthesis', 'synthCells', '607', ''),
('logic_synthesis', 'primary_ff_master_synth', 'sky130_fd_sc_hd__dlxtn_1', ''),
('detailed_routing', 'drt-pass1-iter-count', '15', ''),
('cts', 'hold_buffers', '0', ''),
('setup_path', 'arrival', '3.12', 'ns'),
('sta', 'grt_setup_unrepaired', 'false', ''),
('detailed_routing', 'wire_length_on_met3', '1030', 'um'),
('logic_synthesis', 'synthDistinctLibCells', '42', ''),
('sta', 'setup_tns', '0', 'ns'),
('detailed_routing', 'routed.top_layer', 'met4', ''),
('logic_synthesis', 'async_flop_share', '0', '%'),
('flow_run', 'stage_log_warnings', '38', ''),
('detailed_routing', 'detail_route.drc_violations', '0', ''),
('detailed_routing', 'mean_number_of_vias_per_cell', '5.64', ''),
('place', 'place.detailed.hpwl', '11200', 'um'),
('sta', 'unclocked_pins', '256', ''),
('power', 'ir_worst_vdd', '0.0000425', 'V'),
('sta', 'slew_viol_final', '0', ''),
('hold_path', 'holdCritPathClass', 'in -> out', ''),
('sta', 'unconstrained_endpoints', '256', ''),
('grt', 'grt_start_max_net_pins', '43', ''),
('detailed_routing', 'm1WireLength', '7350', 'um'),
('die', 'core_region_area', '14700', 'um^2'),
('flow_run', 'maxCapViolCount', '0', ''),
('finish', 'layout-drive-gt1-share', '7.38', '%'),
('grt', 'grt_overflow', '0', ''),
('setup_path', 'cp_data_required_time', '3.28', 'ns'),
('finish', 'num-fill-cells', '1328', ''),
('detailed_routing', 'wire_per_inst', '19.8', 'um'),
('die', 'die-height', '126', 'um'),
('place', 'placed_area', '6820', 'um^2'),
('detailed_routing', 'drt.antenna.violating_nets', '0', ''),
('logic_synthesis', 'synthesis.area_per_instance', '10.1', 'um^2'),
('logic_synthesis', 'netlist_top_cells_count', 'sky130_fd_sc_hd__dlxtn_1 (256), sky130_fd_sc_hd__a22oi_1 (70), sky130_fd_sc_hd__nand2_1 (30)', ''),
('logic_synthesis', 'cell_types_occupying_the_most_area_after_synthesis', 'sky130_fd_sc_hd__dlxtn_1 (63%), sky130_fd_sc_hd__a22oi_1 (8.6%), sky130_fd_sc_hd__a22o_1 (2.1%)', ''),
('logic_synthesis', 'top_cell', 'sky130_fd_sc_hd__dlxtn_1', ''),
('sta', 'relSlewSlack', '52.6', '%'),
('grt', 'grt_antenna_before_repair', '0', ''),
('detailed_routing', 'wl_met2', '7560', 'um'),
('die', 'io_pins', '42', ''),
('finish', 'largest_register_ffs', '256', ''),
('logic_synthesis', 'synth-cells-yosys', '607', ''),
('sta', 'fin_crit', '3.94', 'ns'),
('die', 'core.rowCount', '44', ''),
('sta', 'finalSetupViolCount', '0', ''),
('finish', 'area.growth.synth_to_final', '11.6', '%'),
('power', 'power_leakage', '3.03', 'nW'),
('logic_synthesis', 'yosysWarningCount', '2', ''),
('die', 'die-area', '15800', 'um^2'),
('sta', 'transition_time_at_the_pin_with_the_least_slew_margin', '0.710', 'ns');
-- placed cells by master (no fill, tap or decap), types with 2 or more instances in the layout --
master / count
sky130_fd_sc_hd__a211oi_1: 12
sky130_fd_sc_hd__dlxtn_1: 256
sky130_fd_sc_hd__o22a_1: 9
sky130_fd_sc_hd__buf_4: 30
sky130_fd_sc_hd__a2bb2oi_1: 4
sky130_fd_sc_hd__a32oi_1: 2
sky130_fd_sc_hd__buf_2: 2
sky130_fd_sc_hd__a221oi_1: 10
sky130_fd_sc_hd__clkdlybuf4s50_1: 33
sky130_fd_sc_hd__o221ai_1: 9
sky130_fd_sc_hd__a32o_1: 4
sky130_fd_sc_hd__o32ai_1: 2
sky130_fd_sc_hd__nor2_1: 27
sky130_fd_sc_hd__buf_12: 6
sky130_fd_sc_hd__mux2i_1: 2
sky130_fd_sc_hd__nor2b_2: 2
sky130_fd_sc_hd__nand2b_1: 3
sky130_fd_sc_hd__nand2_1: 30
sky130_fd_sc_hd__mux2_2: 5
sky130_fd_sc_hd__o32a_1: 10
sky130_fd_sc_hd__a31oi_1: 7
sky130_fd_sc_hd__o21ai_0: 5
sky130_fd_sc_hd__nor2b_1: 10
sky130_fd_sc_hd__and2_1: 5
sky130_fd_sc_hd__a21oi_1: 22
sky130_fd_sc_hd__nand3_1: 8
sky130_fd_sc_hd__o22ai_1: 13
sky130_fd_sc_hd__a22o_1: 15
sky130_fd_sc_hd__a22oi_1: 70
sky130_fd_sc_hd__inv_1: 11
sky130_fd_sc_hd__nor3_1: 2
-- cell families (layout without fill, tap and decap cells) --
kind of cell	count (synthesis)	count (layout)	share of synthesized area [%]
compound gates	198	198	24.4
buf+inv	53	83	4.32
latches	256	256	62.8
mux	7	7	1.25
simple gates	93	93	7.08
-- worst paths after layout --
path,startpoint,to,slack [ns],depth (start not counted)
setup / recovery,addr[3],dout[7],0.16,9
hold / removal,addr[2],dout[3],2.65,5
-- per-layer routing --
| layer | up-vias | track usage, % |
|---|---|---|
| met4 | 0 | 4.66 |
| li1 | 2266 | - |
| met3 | 16 | 1.44 |
| met2 | 154 | 34.3 |
| met5 | - | 0 |
| met1 | 2192 | 34.3 |
-- area by class of cell --
class	instances	area, um^2	share of cell area [%]
multi-input combinational	298	2010	29.4
tap	184	230	3.38
sequential	256	3840	56.4
inverter	11	41.3	0.606
timing repair buffer	72	698	10.2
-- power breakdown --
group	total (W)	switching (W)	internal (W)	leakage, nW
combinational	0.000380	0.000208	0.000172	0.950
clock	0	0	0	0
sequential	0.000220	0.0000288	0.000191	2.09
-- critical path, cell delays in order --
cell                              delay, ns
sky130_fd_sc_hd__clkdlybuf4s50_1       0.51
sky130_fd_sc_hd__buf_12                0.22
sky130_fd_sc_hd__nor2b_1               0.11
sky130_fd_sc_hd__buf_4                 0.20
sky130_fd_sc_hd__a22oi_1               0.20
sky130_fd_sc_hd__o22a_1                0.18
sky130_fd_sc_hd__o221ai_1              0.13
sky130_fd_sc_hd__o32a_1                0.32
sky130_fd_sc_hd__clkdlybuf4s50_1       0.41
-- per-stage QoR --
step                setup slack (ns)  cells  hold WS (ns)  power, W  util [%]
floorplan                       1.30    607          2.03  0.000409         -
global placement               0.131    821          2.65  0.000593      46.4
detailed placement             0.106    821          2.64  0.000600      46.4
CTS                           0.0972    821          2.65  0.000603      46.4
global route                 0.00963    821          2.70  0.000645      46.4
finish                         0.159    821          2.65  0.000600      46.4
Power and IR drop assume default switching activity.
