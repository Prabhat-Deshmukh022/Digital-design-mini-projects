### design/flow/config.mk
export PLATFORM = sky130hd
export DESIGN_NAME = reg_alu
export DESIGN_NICKNAME = reg_alu
export VERILOG_FILES = /design/flow/design.v
export SDC_FILE = /design/flow/constraint.sdc
export NUM_CORES = 4
export LEC_CHECK = 1
export CORE_UTILIZATION = 30
### design/flow/constraint.sdc
current_design reg_alu

set clk_period 8.7
set clk_io_pct 0.2

create_clock -name clk0 -period $clk_period [get_ports {clk}]

set non_clock_inputs [all_inputs -no_clocks]
set_input_delay [expr $clk_period * $clk_io_pct] -clock clk0 $non_clock_inputs
set_output_delay [expr $clk_period * $clk_io_pct] -clock clk0 [all_outputs]
### design/flow/design.v
module alu_slice (input wire [1:0] op, input wire i0, i1, cin, output wire o, cout);
   wire t_sumdiff, t_and, t_or, t_andor;
   addsub _i0 (op[0], i0, i1, cin, t_sumdiff, cout);
   and2 _i1 (i0, i1, t_and);
   or2 _i2 (i0, i1, t_or);
   mux2 _i3 (t_and, t_or, op[0], t_andor);
   mux2 _i4 (t_sumdiff, t_andor, op[1], o);
endmodule
module alu (input wire [1:0] op, input wire [15:0] i0, i1,
    output wire [15:0] o, output wire cout);
   wire	[14:0] c;
   alu_slice _i0 (op, i0[0], i1[0], op[0] , o[0], c[0]);
   alu_slice _i1 (op, i0[1], i1[1], c[0], o[1], c[1]);
   alu_slice _i2 (op, i0[2], i1[2], c[1], o[2], c[2]);
   alu_slice _i3 (op, i0[3], i1[3], c[2], o[3], c[3]);
   alu_slice _i4 (op, i0[4], i1[4], c[3], o[4], c[4]);
   alu_slice _i5 (op, i0[5], i1[5], c[4], o[5], c[5]);
   alu_slice _i6 (op, i0[6], i1[6], c[5], o[6], c[6]);
   alu_slice _i7 (op, i0[7], i1[7], c[6], o[7], c[7]);
   alu_slice _i8 (op, i0[8], i1[8], c[7], o[8], c[8]);
   alu_slice _i9 (op, i0[9], i1[9], c[8], o[9], c[9]);
   alu_slice _i10 (op, i0[10], i1[10], c[9] , o[10], c[10]);
   alu_slice _i11 (op, i0[11], i1[11], c[10], o[11], c[11]);
   alu_slice _i12 (op, i0[12], i1[12], c[11], o[12], c[12]);
   alu_slice _i13 (op, i0[13], i1[13], c[12], o[13], c[13]);
   alu_slice _i14 (op, i0[14], i1[14], c[13], o[14], c[14]);
   alu_slice _i15 (op, i0[15], i1[15], c[14], o[15], cout);
endmodule
module invert (input wire i, output wire o);
   assign o = !i;
endmodule
module and2 (input wire i0, i1, output wire o);
  assign o = i0 & i1;
endmodule
module or2 (input wire i0, i1, output wire o);
  assign o = i0 | i1;
endmodule
module xor2 (input wire i0, i1, output wire o);
  assign o = i0 ^ i1;
endmodule
module nand2 (input wire i0, i1, output wire o);
   wire t;
   and2 and2_0 (i0, i1, t);
   invert invert_0 (t, o);
endmodule
module nor2 (input wire i0, i1, output wire o);
   wire t;
   or2 or2_0 (i0, i1, t);
   invert invert_0 (t, o);
endmodule
module xnor2 (input wire i0, i1, output wire o);
   wire t;
   xor2 xor2_0 (i0, i1, t);
   invert invert_0 (t, o);
endmodule
module and3 (input wire i0, i1, i2, output wire o);
   wire t;
   and2 and2_0 (i0, i1, t);
   and2 and2_1 (i2, t, o);
endmodule
module or3 (input wire i0, i1, i2, output wire o);
   wire t;
   or2 or2_0 (i0, i1, t);
   or2 or2_1 (i2, t, o);
endmodule
module nor3 (input wire i0, i1, i2, output wire o);
   wire t;
   or2 or2_0 (i0, i1, t);
   nor2 nor2_0 (i2, t, o);
endmodule
module nand3 (input wire i0, i1, i2, output wire o);
   wire t;
   and2 and2_0 (i0, i1, t);
   nand2 nand2_1 (i2, t, o);
endmodule
module xor3 (input wire i0, i1, i2, output wire o);
   wire t;
   xor2 xor2_0 (i0, i1, t);
   xor2 xor2_1 (i2, t, o);
endmodule
module xnor3 (input wire i0, i1, i2, output wire o);
   wire t;
   xor2 xor2_0 (i0, i1, t);
   xnor2 xnor2_0 (i2, t, o);
endmodule
module mux2 (input wire i0, i1, j, output wire o);
  assign o = (j==0)?i0:i1;
endmodule
module mux3 (input wire [0:2] i, input wire j1, j0, output wire o);
  wire  t;
  mux2 mux2_0 (i[0], i[1], j0, t);
  mux2 mux2_1 (t, i[2], j1, o);
endmodule
module mux4 (input wire [0:3] i, input wire j1, j0, output wire o);
  wire  t0, t1;
  mux2 mux2_0 (i[0], i[1], j1, t0);
  mux2 mux2_1 (i[2], i[3], j1, t1);
  mux2 mux2_2 (t0, t1, j0, o);
endmodule
module mux8 (input wire [0:7] i, input wire j2, j1, j0, output wire o);
  wire  t0, t1;
  mux4 mux4_0 (i[0:3], j2, j1, t0);
  mux4 mux4_1 (i[4:7], j2, j1, t1);
  mux2 mux2_0 (t0, t1, j0, o);
endmodule
module demux2 (input wire i, j, output wire o0, o1);
  assign o0 = (j==0)?i:1'b0;
  assign o1 = (j==1)?i:1'b0;
endmodule
module demux4 (input wire i, j1, j0, output wire [0:3] o);
  wire  t0, t1;
  demux2 demux2_0 (i, j1, t0, t1);
  demux2 demux2_1 (t0, j0, o[0], o[1]);
  demux2 demux2_2 (t1, j0, o[2], o[3]);
endmodule
module demux8 (input wire i, j2, j1, j0, output wire [0:7] o);
  wire  t0, t1;
  demux2 demux2_0 (i, j2, t0, t1);
  demux4 demux4_0 (t0, j1, j0, o[0:3]);
  demux4 demux4_1 (t1, j1, j0, o[4:7]);
endmodule
module df (input wire clk, in, output wire out);
  reg df_out;
  always@(posedge clk) df_out <= in;
  assign out = df_out;
endmodule
module dfr (input wire clk, reset, in, output wire out);
  wire reset_, df_in;
  invert invert_0 (reset, reset_);
  and2 and2_0 (in, reset_, df_in);
  df df_0 (clk, df_in, out);
endmodule
module dfrl (input wire clk, reset, load, in, output wire out);
  wire _in;
  mux2 mux2_0(out, in, load, _in);
  dfr dfr_1(clk, reset, _in, out);
endmodule
module dfs (input wire clk, set, in, output wire out);
  wire dfr_in,dfr_out;
  invert invert_0(in, dfr_in);
  invert invert_1(dfr_out, out);
  dfr dfr_2(clk, set, dfr_in, dfr_out);
endmodule
module dfsl (input wire clk, set, load, in, output wire out);
  wire _in;
  mux2 mux2_0(out, in, load, _in);
  dfs dfs_1(clk, set, _in, out);
endmodule
module fa (input wire i0, i1, cin, output wire sum, cout);
   wire t0, t1, t2;
   xor3 _i0 (i0, i1, cin, sum);
   and2 _i1 (i0, i1, t0);
   and2 _i2 (i1, cin, t1);
   and2 _i3 (cin, i0, t2);
   or3 _i4 (t0, t1, t2, cout);
endmodule
module addsub (input wire addsub, i0, i1, cin, output wire sumdiff, cout);
  wire t;
  fa _i0 (i0, t, cin, sumdiff, cout);
  xor2 _i1 (i1, addsub, t);
endmodule
module dfrl_16 (input wire  clk, reset, load, input wire [0:15] in, output wire [0:15] out);
  dfrl dfrl_0(clk, reset, load, in[0], out[0]);
  dfrl dfrl_1(clk, reset, load, in[1], out[1]);
  dfrl dfrl_2(clk, reset, load, in[2], out[2]);
  dfrl dfrl_3(clk, reset, load, in[3], out[3]);
  dfrl dfrl_4(clk, reset, load, in[4], out[4]);
  dfrl dfrl_5(clk, reset, load, in[5], out[5]);
  dfrl dfrl_6(clk, reset, load, in[6], out[6]);
  dfrl dfrl_7(clk, reset, load, in[7], out[7]);
  dfrl dfrl_8(clk, reset, load, in[8], out[8]);
  dfrl dfrl_9(clk, reset, load, in[9], out[9]);
  dfrl dfrl_10(clk, reset, load, in[10], out[10]);
  dfrl dfrl_11(clk, reset, load, in[11], out[11]);
  dfrl dfrl_12(clk, reset, load, in[12], out[12]);
  dfrl dfrl_13(clk, reset, load, in[13], out[13]);
  dfrl dfrl_14(clk, reset, load, in[14], out[14]);
  dfrl dfrl_15(clk, reset, load, in[15], out[15]);
endmodule
module mux2_16 (input wire [15:0] i0, i1, input wire j, output wire [15:0] o);
  mux2 mux2_0 (i0[0], i1[0], j, o[0]);
  mux2 mux2_1 (i0[1], i1[1], j, o[1]);
  mux2 mux2_2 (i0[2], i1[2], j, o[2]);
  mux2 mux2_3 (i0[3], i1[3], j, o[3]);
  mux2 mux2_4 (i0[4], i1[4], j, o[4]);
  mux2 mux2_5 (i0[5], i1[5], j, o[5]);
  mux2 mux2_6 (i0[6], i1[6], j, o[6]);
  mux2 mux2_7 (i0[7], i1[7], j, o[7]);
  mux2 mux2_8 (i0[8], i1[8], j, o[8]);
  mux2 mux2_9 (i0[9], i1[9], j, o[9]);
  mux2 mux2_10 (i0[10], i1[10], j, o[10]);
  mux2 mux2_11 (i0[11], i1[11], j, o[11]);
  mux2 mux2_12 (i0[12], i1[12], j, o[12]);
  mux2 mux2_13 (i0[13], i1[13], j, o[13]);
  mux2 mux2_14 (i0[14], i1[14], j, o[14]);
  mux2 mux2_15 (i0[15], i1[15], j, o[15]);
endmodule
module mux8_16 (input wire [0:15] i0, i1, i2, i3, i4, i5, i6, i7, input wire [0:2] j, output wire [0:15] o);
  mux8 mux8_0({i0[0], i1[0], i2[0], i3[0], i4[0], i5[0], i6[0], i7[0]}, j[0], j[1], j[2], o[0]);
  mux8 mux8_1({i0[1], i1[1], i2[1], i3[1], i4[1], i5[1], i6[1], i7[1]}, j[0], j[1], j[2], o[1]);
  mux8 mux8_2({i0[2], i1[2], i2[2], i3[2], i4[2], i5[2], i6[2], i7[2]}, j[0], j[1], j[2], o[2]);
  mux8 mux8_3({i0[3], i1[3], i2[3], i3[3], i4[3], i5[3], i6[3], i7[3]}, j[0], j[1], j[2], o[3]);
  mux8 mux8_4({i0[4], i1[4], i2[4], i3[4], i4[4], i5[4], i6[4], i7[4]}, j[0], j[1], j[2], o[4]);
  mux8 mux8_5({i0[5], i1[5], i2[5], i3[5], i4[5], i5[5], i6[5], i7[5]}, j[0], j[1], j[2], o[5]);
  mux8 mux8_6({i0[6], i1[6], i2[6], i3[6], i4[6], i5[6], i6[6], i7[6]}, j[0], j[1], j[2], o[6]);
  mux8 mux8_7({i0[7], i1[7], i2[7], i3[7], i4[7], i5[7], i6[7], i7[7]}, j[0], j[1], j[2], o[7]);
  mux8 mux8_8({i0[8], i1[8], i2[8], i3[8], i4[8], i5[8], i6[8], i7[8]}, j[0], j[1], j[2], o[8]);
  mux8 mux8_9({i0[9], i1[9], i2[9], i3[9], i4[9], i5[9], i6[9], i7[9]}, j[0], j[1], j[2], o[9]);
  mux8 mux8_10({i0[10], i1[10], i2[10], i3[10], i4[10], i5[10], i6[10], i7[10]}, j[0], j[1], j[2], o[10]);
  mux8 mux8_11({i0[11], i1[11], i2[11], i3[11], i4[11], i5[11], i6[11], i7[11]}, j[0], j[1], j[2], o[11]);
  mux8 mux8_12({i0[12], i1[12], i2[12], i3[12], i4[12], i5[12], i6[12], i7[12]}, j[0], j[1], j[2], o[12]);
  mux8 mux8_13({i0[13], i1[13], i2[13], i3[13], i4[13], i5[13], i6[13], i7[13]}, j[0], j[1], j[2], o[13]);
  mux8 mux8_14({i0[14], i1[14], i2[14], i3[14], i4[14], i5[14], i6[14], i7[14]}, j[0], j[1], j[2], o[14]);
  mux8 mux8_15({i0[15], i1[15], i2[15], i3[15], i4[15], i5[15], i6[15], i7[15]}, j[0], j[1], j[2], o[15]);
endmodule
module reg_file (input wire  clk, reset, wr, input wire [0:2] rd_addr_a, rd_addr_b, wr_addr, input wire [0:15] d_in, output wire [0:15] d_out_a, d_out_b);
  wire [0:7] load;
  wire [0:15] dout_0, dout_1, dout_2, dout_3, dout_4, dout_5, dout_6, dout_7;
  dfrl_16 dfrl_16_0(clk, reset, load[0], d_in, dout_0);
  dfrl_16 dfrl_16_1(clk, reset, load[1], d_in, dout_1);
  dfrl_16 dfrl_16_2(clk, reset, load[2], d_in, dout_2);
  dfrl_16 dfrl_16_3(clk, reset, load[3], d_in, dout_3);
  dfrl_16 dfrl_16_4(clk, reset, load[4], d_in, dout_4);
  dfrl_16 dfrl_16_5(clk, reset, load[5], d_in, dout_5);
  dfrl_16 dfrl_16_6(clk, reset, load[6], d_in, dout_6);
  dfrl_16 dfrl_16_7(clk, reset, load[7], d_in, dout_7);
  demux8 demux8_0(wr, wr_addr[2], wr_addr[1], wr_addr[0], load);
  mux8_16 mux8_16_9(dout_0, dout_1, dout_2, dout_3, dout_4, dout_5, dout_6, dout_7, rd_addr_a, d_out_a);
  mux8_16 mux8_16_10(dout_0, dout_1, dout_2, dout_3, dout_4, dout_5, dout_6, dout_7, rd_addr_b, d_out_b);
endmodule
module reg_alu (input wire clk, reset, sel, wr,   input wire [1:0] op, input wire [2:0] rd_addr_a,
  rd_addr_b, wr_addr, input wire [15:0] d_in, output wire [15:0] d_out_a, d_out_b, output wire cout);
  wire [15:0] d_in_alu, d_in_reg, pc_in, pc_out, alu_in_a, alu_in_b;
  wire cout_0;
  reg_file reg_file_0 (clk, reset, wr, rd_addr_a, rd_addr_b, wr_addr, d_in_reg,  alu_in_a, alu_in_b);
  mux2_16 mux2_16_0 (d_in, d_in_alu, sel, d_in_reg);
  alu alu_0 (op, alu_in_a, alu_in_b, d_in_alu, cout_0);
  dfrl dfrl_0 (clk, reset,  1'b1, cout_0, cout);
endmodule
### design/flow/run.sh
#!/bin/bash
# OpenROAD 26Q1-2900-gdf79404cd8, Yosys 0.63+post, stock flow scripts
make -C /OpenROAD-flow-scripts/flow DESIGN_CONFIG=/design/flow/config.mk WORK_HOME=/design/flow/orfs finish
==> impl_metrics.csv <==
group,metric,value,unit
pwr,power_frac_seq,40.0,%
job,tool_warnings,28,
final_timing,worst_slew_pin_slew,904,ps
yosys,ys_sh_adder,6.14,%
final_timing,setup-tns-final,-244,ps
global_routing,track_usage,19.1,%
routing,n_antenna_cell,0,
job,drv_cap,0,
pwr,pwr-share-clk,46.3,%
pwr,leakage,3.13,nW
placement,io_buffers,31,
die,fp_util,31.0,%
routing,vias,6065,
final_timing,relSlewSlack,39.5,%
setup_path,worst_r2r_endpoint,"reg_file_0.dfrl_16_5.dfrl_0.dfr_1.df_0.df_out",
pwr,p_int,1.14,mW
yosys,async_reset_ff_share,0,%
pwr,comb_power_share,13.7,%
yosys,netlist_area,7620,um2
setup_path,r2r_setup_slack,1040,ps
yosys,synthDistinctLibCells,36,
pwr,p_total,1.54,mW
routing,drt-initial-drc-count,347,
routing,wl_per_cell,21.7,um
clock_tree,clock_latency,420,ps
final_timing,fin_ws,-61.8,ps
setup_path,crit_start,"rd_addr_b[1]",
yosys,avgSynthCellArea,11.0,um2
routing,ant_nets,0,
routing,drc,0,
clock_tree,cts-root-buf,"clkbuf_16",
yosys,yosys_cells,694,
global_routing,met3_usage,6.68,%
global_routing,grt_pass1_vias,6212,
global_routing,gr-usage-met2,30.3,%
global_routing,globalRouteOverflowTotal,0,
final_timing,finalClockPeriodUsage,101,%
final_timing,finalHoldViolCount,0,
min_path,min_path_type,"reg2reg",
routing,viasPerCell,5.66,
setup_path,rr_startpoint,"reg_file_0.dfrl_16_5.dfrl_14.dfr_1.df_0.df_out",
pwr,p_per_area,171,nW/um2
yosys,ys_area,7620,um2
die,fp.dieH,161,um
run_status,violations,"negative setup slack",
die,rows,57,
clock_tree,clkTransAtPathRegs,60,ps
run_status,outcome,"finished with violations",
yosys,logic_family,"multiplexers",
clock_tree,cts_sinks,129,
setup_path,worstPathRequired,9050,ps
clock_tree,cts_buffers,17,
clock_tree,cts_max_level,4,
die,die_area,26100,um2
routing,routed_wl,23200,um
yosys,post_synth_ao_oa_area_fraction,20.4,%
die,die_width,161,um
clock_tree,ctsLongestPathBuffers,2,
pwr,swShare,25.7,%
setup_path,cp-start-kind,"input pin",
yosys,ys_sh_simple,6.94,%
yosys,synthMuxAreaShare,23.6,%
pwr,switchingPower,395,uW
die,num_io_pins,64,
final_timing,fmax,114,MHz
setup_path,crit_path_max_fanout,8,
finish,final_cell_mix,"129 x dfxtp_1, 76 x a32o_1, 64 x mux4_2",
routing,firstDrtPassIters,8,
yosys,ys.flops,129,
global_routing,grt_max_degree,66,
yosys,synthCells,694,
global_routing,grt_pass1_wl,36300,um
finish,drive_gt1_share,30.5,%
global_routing,grt_use_met1,25.3,%
placement,gp_congestion,0.869,
die,core,24600,um2
yosys,xor_area_share,1.72,%
setup_path,arrival,9120,ps
global_routing,grt_most_used_layer,"met2",
final_timing,setup_viol,7,
yosys,postSynthSeqShare,33.9,%
clock_tree,cts_tree,"built",
setup_path,criticalPathCategory,"in2reg",
finish,layout_top_cell,"dfxtp_1",
setup_path,r2r_cells,23,
final_timing,rsz0062_at_grt,"yes",
final_timing,fin_crit,8760,ps
finish,areaGrowthSynthToFinish,18.1,%
placement,dp_hpwl,14800,um
yosys,ys_warn_count,33,
pwr,peakVddDrop,0.102,mV
global_routing,antenna_found_initial,0,
setup_path,critical_path.endpoint,"reg_file_0.dfrl_16_5.dfrl_0.dfr_1.df_0.df_out",
setup_path,cp-end-kind,"flip-flop",
yosys,edf_count,0,
final_timing,slew_viol_final,0,
final_timing,finClkSkew,9.55,ps
yosys,flop_cell,"dfxtp_1",
-- metrics by stage --
stage | instances | worst slack [ps] | util, % | hold WS, ps | cell area (um2)
3_3_place_gp | 1036 | -659 | 33.9 | 459 | 8350
6_report | 1072 | -61.8 | 36.6 | 471 | 9000
3_5_place_dp | 1036 | -654 | 33.9 | 462 | 8350
2_1_floorplan | 725 | -466 | - | 439 | 7850
4_1_cts | 1070 | -96.7 | 36.5 | 472 | 8970
5_1_grt | 1072 | -311 | 36.6 | 488 | 9000
-- how the worst min path moves through the flow --
stage                                                 start                                             to  slack (ps)  depth (start not counted)
CTS           reg_file_0.dfrl_16_7.dfrl_5.dfr_1.df_0.df_out  reg_file_0.dfrl_16_7.dfrl_5.dfr_1.df_0.df_out         470                          2
finish        reg_file_0.dfrl_16_7.dfrl_4.dfr_1.df_0.df_out  reg_file_0.dfrl_16_7.dfrl_4.dfr_1.df_0.df_out         470                          2
global route  reg_file_0.dfrl_16_5.dfrl_0.dfr_1.df_0.df_out  reg_file_0.dfrl_16_5.dfrl_0.dfr_1.df_0.df_out         490                          2
-- repair_timing --
| item | CTS | global route |
|---|---|---|
| setup buffers | 2 | 3 |
| pin swaps | 3 | 3 |
| endpoints found under the setup margin | 8 | 11 |
| resized | 7 | 1 |
| hold buffers | 0 | 0 |
-- power groups by stage --
stage	combinational, mW	clock [mW]	sequential, mW
CTS	0.207	0.718	0.614
global route	0.228	0.751	0.616
finish	0.210	0.712	0.614
-- layout make-up --
cell class	instances	area, um2
Clock inverter	10	108
Timing Repair Buffer	77	676
Clock buffer	22	484
Fill cell	2387	15600
Sequential cell	129	2580
Multi-Input combinational cell	494	4690
Inverter	16	60.1
Tap cell	324	405
-- synth_stat cells, types with 2 or more instances --
| cell | instances | share of area [%] |
|---|---|---|
| mux2i_1 | 2 | 0.26 |
| or2_1 | 3 | 0.25 |
| clkbuf_1 | 40 | 2.0 |
| o21ai_0 | 16 | 1.1 |
| nor4_1 | 2 | 0.16 |
| nor2_1 | 32 | 1.6 |
| mux2_2 | 30 | 4.4 |
| nand2_1 | 50 | 2.5 |
| dfxtp_1 | 129 | 34 |
| buf_2 | 2 | 0.13 |
| buf_6 | 7 | 1.0 |
| or2_4 | 11 | 1.3 |
| o211ai_1 | 45 | 4.4 |
| a32o_1 | 76 | 10 |
| fa_1 | 15 | 3.9 |
| buf_1 | 5 | 0.25 |
| a21oi_1 | 61 | 4.0 |
| nand2b_1 | 4 | 0.33 |
| buf_4 | 32 | 3.2 |
| mux4_2 | 64 | 19 |
| xnor2_1 | 15 | 1.7 |
| o21bai_1 | 2 | 0.20 |
| maj3_2 | 14 | 2.1 |
| or2_2 | 2 | 0.16 |
| nor2b_1 | 2 | 0.16 |
| a211oi_1 | 6 | 0.59 |
| inv_1 | 14 | 0.69 |
| nor3_1 | 5 | 0.33 |
-- kinds of logic after synthesis --
family	after synthesis
AOI/OAI and AO/OA	207
DFF	129
and+or+nand+nor	114
buffers and inverters	102
muxes	96
adders and majority gates	30
xor gates and xnor gates	15
other	1
-- critical path, stage by stage --
cell	delay, ps
buf_12	90
mux4_2	490
mux2_4	300
xnor2_2	150
fa_2	370
fa_2	380
fa_2	380
fa_2	380
fa_2	380
fa_2	370
fa_2	370
fa_2	370
fa_2	370
fa_2	370
fa_2	380
fa_2	390
fa_2	380
fa_2	370
fa_1	500
nor2_1	40
a21oi_2	140
buf_6	150
o211ai_1	90
a21oi_1	150
-- metal layers --
metal,routed length [um],up-vias
met1,9440,2997
li1,-,2738
met4,677,0
met2,11100,284
met3,2040,46
met5,0,-
Power figures rest on the tool's default switching activity, not on a simulated workload.
