[flow/design.v]
module invert (input wire i, output wire o);
   assign o = !i;
endmodule
module and2 (input wire i0, i1, output wire o);
  assign o = i0 & i1;
endmodule
module or2 (input wire i0, i1, output wire o);
  assign o = i0 | i1;
endmodule
module xor2 (input wire i0, i1, output wire o);
  assign o = i0 ^ i1;
endmodule
module nand2 (input wire i0, i1, output wire o);
   wire t;
   and2 and2_0 (i0, i1, t);
   invert invert_0 (t, o);
endmodule
module nor2 (input wire i0, i1, output wire o);
   wire t;
   or2 or2_0 (i0, i1, t);
   invert invert_0 (t, o);
endmodule
module xnor2 (input wire i0, i1, output wire o);
   wire t;
   xor2 xor2_0 (i0, i1, t);
   invert invert_0 (t, o);
endmodule
module and3 (input wire i0, i1, i2, output wire o);
   wire t;
   and2 and2_0 (i0, i1, t);
   and2 and2_1 (i2, t, o);
endmodule
module or3 (input wire i0, i1, i2, output wire o);
   wire t;
   or2 or2_0 (i0, i1, t);
   or2 or2_1 (i2, t, o);
endmodule
module nor3 (input wire i0, i1, i2, output wire o);
   wire t;
   or2 or2_0 (i0, i1, t);
   nor2 nor2_0 (i2, t, o);
endmodule
module nand3 (input wire i0, i1, i2, output wire o);
   wire t;
   and2 and2_0 (i0, i1, t);
   nand2 nand2_1 (i2, t, o);
endmodule
module xor3 (input wire i0, i1, i2, output wire o);
   wire t;
   xor2 xor2_0 (i0, i1, t);
   xor2 xor2_1 (i2, t, o);
endmodule
module xnor3 (input wire i0, i1, i2, output wire o);
   wire t;
   xor2 xor2_0 (i0, i1, t);
   xnor2 xnor2_0 (i2, t, o);
endmodule
module mux2 (input wire i0, i1, j, output wire o);
  assign o = (j==0)?i0:i1;
endmodule
module mux3 (input wire [0:2] i, input wire j1, j0, output wire o);
  wire  t;
  mux2 mux2_0 (i[0], i[1], j0, t);
  mux2 mux2_1 (t, i[2], j1, o);
endmodule
module mux4 (input wire [0:3] i, input wire j1, j0, output wire o);
  wire  t0, t1;
  mux2 mux2_0 (i[0], i[1], j1, t0);
  mux2 mux2_1 (i[2], i[3], j1, t1);
  mux2 mux2_2 (t0, t1, j0, o);
endmodule
module mux8 (input wire [0:7] i, input wire j2, j1, j0, output wire o);
  wire  t0, t1;
  mux4 mux4_0 (i[0:3], j2, j1, t0);
  mux4 mux4_1 (i[4:7], j2, j1, t1);
  mux2 mux2_0 (t0, t1, j0, o);
endmodule
module demux2 (input wire i, j, output wire o0, o1);
  assign o0 = (j==0)?i:1'b0;
  assign o1 = (j==1)?i:1'b0;
endmodule
module demux4 (input wire i, j1, j0, output wire [0:3] o);
  wire  t0, t1;
  demux2 demux2_0 (i, j1, t0, t1);
  demux2 demux2_1 (t0, j0, o[0], o[1]);
  demux2 demux2_2 (t1, j0, o[2], o[3]);
endmodule
module demux8 (input wire i, j2, j1, j0, output wire [0:7] o);
  wire  t0, t1;
  demux2 demux2_0 (i, j2, t0, t1);
  demux4 demux4_0 (t0, j1, j0, o[0:3]);
  demux4 demux4_1 (t1, j1, j0, o[4:7]);
endmodule
module df (input wire clk, in, output wire out);
  reg df_out;
  always@(posedge clk) df_out <= in;
  assign out = df_out;
endmodule
module dfr (input wire clk, reset, in, output wire out);
  wire reset_, df_in;
  invert invert_0 (reset, reset_);
  and2 and2_0 (in, reset_, df_in);
  df df_0 (clk, df_in, out);
endmodule
module dfrl (input wire clk, reset, load, in, output wire out);
  wire _in;
  mux2 mux2_0(out, in, load, _in);
  dfr dfr_1(clk, reset, _in, out);
endmodule
module dfs (input wire clk, set, in, output wire out);
  wire dfr_in,dfr_out;
  invert invert_0(in, dfr_in);
  invert invert_1(dfr_out, out);
  dfr dfr_2(clk, set, dfr_in, dfr_out);
endmodule
module dfsl (input wire clk, set, load, in, output wire out);
  wire _in;
  mux2 mux2_0(out, in, load, _in);
  dfs dfs_1(clk, set, _in, out);
endmodule
module fa (input wire i0, i1, cin, output wire sum, cout);
   wire t0, t1, t2;
   xor3 _i0 (i0, i1, cin, sum);
   and2 _i1 (i0, i1, t0);
   and2 _i2 (i1, cin, t1);
   and2 _i3 (cin, i0, t2);
   or3 _i4 (t0, t1, t2, cout);
endmodule
module addsub (input wire addsub, i0, i1, cin, output wire sumdiff, cout);
  wire t;
  fa _i0 (i0, t, cin, sumdiff, cout);
  xor2 _i1 (i1, addsub, t);
endmodule
module nor5 (input wire [0:4] i, output wire o);
  wire t;
  or3 or3_0 (i[0], i[1], i[2], t);
  nor3 nor3_0 (t, i[3], i[4], o);
endmodule
module ir (input wire clk, reset, load, input wire [15:0] din, output wire [15:0] dout);
  dfrl dfrl_0 (clk, reset, load, din['h0], dout['h0]);
  dfrl dfrl_1 (clk, reset, load, din['h1], dout['h1]);
  dfrl dfrl_2 (clk, reset, load, din['h2], dout['h2]);
  dfrl dfrl_3 (clk, reset, load, din['h3], dout['h3]);
  dfrl dfrl_4 (clk, reset, load, din['h4], dout['h4]);
  dfrl dfrl_5 (clk, reset, load, din['h5], dout['h5]);
  dfrl dfrl_6 (clk, reset, load, din['h6], dout['h6]);
  dfrl dfrl_7 (clk, reset, load, din['h7], dout['h7]);
  dfrl dfrl_8 (clk, reset, load, din['h8], dout['h8]);
  dfrl dfrl_9 (clk, reset, load, din['h9], dout['h9]);
  dfrl dfrl_a (clk, reset, load, din['ha], dout['ha]);
  dfrl dfrl_b (clk, reset, load, din['hb], dout['hb]);
  dfrl dfrl_c (clk, reset, load, din['hc], dout['hc]);
  dfrl dfrl_d (clk, reset, load, din['hd], dout['hd]);
  dfrl dfrl_e (clk, reset, load, din['he], dout['he]);
  dfrl dfrl_f (clk, reset, load, din['hf], dout['hf]);
endmodule
module control_logic (input wire clk, reset, input wire [15:0] cur_ins, output wire [2:0] rd_addr_a, rd_addr_b, wr_addr,
  output wire [1:0] op, output wire sel, jump, pc_inc, load_ir, wr_reg);
  wire ld_ins_, alu_ins, s, ld_ins, w, u, el, ef, eo, fi, fo,lo, wr_reg1, wr_reg2;
  invert invert_0(ld_ins,ld_ins_);
  nor5 nor5_11({cur_ins[11],cur_ins[12],cur_ins[13],cur_ins[14],cur_ins[15]}, alu_ins);
  invert invert_1(cur_ins[14],s);
  and2 and2_0(cur_ins[15], s, ld_ins);
  invert invert_2(cur_ins[10],w);
  invert invert_3(cur_ins[15],u);
  and3 and3_0(cur_ins[14], u, ef, jump);
  dfrl dfrl_0(clk, reset, 1'b1, fo, eo);
  or2 or2_0(el, fo, pc_inc);
  assign load_ir = fo;
  dfsl dfsl_0(clk, reset, 1'b1, fi, fo);
  and2 and2_1(eo, ld_ins_, ef);
  and2 and2_2(eo, ld_ins, el);
  and2 and2_3(ef, alu_ins, wr_reg1);
  and2 and2_4(el, ld_ins, wr_reg2);
  or2 or2_1(wr_reg1, wr_reg2, wr_reg);
  nand2 nand2_0(el, ld_ins, sel);
  dfrl dfrl_1(clk, reset, 1'b1, el, lo);
  or2 or2_3(lo, ef, fi);
  assign rd_addr_a = cur_ins[2:0];
  assign rd_addr_b = cur_ins[5:3];
  assign wr_addr = cur_ins[8:6];
  assign op = cur_ins[10:9];
endmodule
module mproc (input wire clk, reset, input wire [15:0] d_in, output wire [6:0] addr, output wire [15:0] d_out);
  wire pc_inc, cout, cout_, sub, sel, sel_addr; wire [2:0] rd_addr_a, rd_addr_b, wr_addr; wire [1:0] op; wire [8:0] _addr;
  wire [15:0] cur_ins, d_out_a, d_out_b;
  and2 and2_0 (jump, cout, sub);
  pc pc_0 (clk, reset, pc_inc, 1'b0, sub, {8'b0, cur_ins[7:0]}, {_addr, addr});
  ir ir_0 (clk, reset, load_ir, d_in, cur_ins);
  control_logic control_logic_0 (clk, reset, cur_ins, rd_addr_a, rd_addr_b, wr_addr, op, sel, jump, pc_inc, load_ir, wr_reg);
  reg_alu reg_alu_0 (clk, reset, sel, wr_reg, op, rd_addr_a, rd_addr_b, wr_addr, d_in, d_out_a, d_out_b, cout);
  assign d_out = d_out_a;
endmodule
[flow/run.sh]
#!/bin/bash
# OpenROAD 26Q1-2900-gdf79404cd8, Yosys 0.63+post, stock flow scripts
make -C /OpenROAD-flow-scripts/flow DESIGN_CONFIG=/design/flow/config.mk WORK_HOME=/design/flow/orfs finish
[flow/config.mk]
export PLATFORM = sky130hd
export DESIGN_NAME = ir
export DESIGN_NICKNAME = ir
export VERILOG_FILES = /design/flow/design.v
export SDC_FILE = /design/flow/constraint.sdc
export NUM_CORES = 4
export LEC_CHECK = 1
export CORE_AREA = 10 10 84 84
export DIE_AREA = 0 0 94 94
[flow/constraint.sdc]
current_design ir

set clk_period 1.0
set clk_io_pct 0.2

create_clock -name clk0 -period $clk_period [get_ports {clk}]

set non_clock_inputs [all_inputs -no_clocks]
set_input_delay [expr $clk_period * $clk_io_pct] -clock clk0 $non_clock_inputs
set_output_delay [expr $clk_period * $clk_io_pct] -clock clk0 [all_outputs]
==> writeup.txt <==
The run finished with clean final reports. The worst vdd rail ir drop came out at 0.3147 mV. The tools report the critical path endpoint category as a primary output. From synthesis to final layout, the design area changed by 59.46%. The run gives 35 for the number of ports placed on the die boundary. The OpenROAD warning count is 26, and the number of max-cap violations is 0. The detailed router finished its first iteration with 19 violations. Dividing the final minimum period by the clock period gives 95.14%. The synthesized-area fraction occupied by adder cells works out to 0%. Global route summary, busiest routing layer listed as met2.

The largest individual stage delay along the critical path comes from the cell dfxtp_2. The logs give 68 for the number of cells in Yosys stat and 4.852% for the routing usage on met1. Using the TritonRoute via totals, the vias-per-cell ratio works out to 3.069. Sequential fraction of the synthesis area: 45.71%. Clock skew on the completed layout was measured at 0 ns. Met3 track utilization from global routing: 1.131%. With the floorplan utilization at 13.46%, the max-slew violation count is 0. Grouping stages by cell kind, the critical path spends the most delay in flip-flops. The flow reported a cell area power density of 1358 nW/µm².

The finished layout reports a core utilization of 21.47%. The average cell area after synthesis was 10.30 µm². Per the slew report, the remaining headroom to the max-slew limit stands at 90.21%. Register bit count reported by yosys: 16.

Once detail routing completed, the nets flagged for antenna violations numbered 0. Count of vias placed by the detailed router: 491. Per the gpl log, the routability congestion estimate is 0.6594. The worst hold path terminates at dfrl_1.dfr_1.df_0.df_out$_DFF_P_. The leakage dissipation is 0.4783 nW. Clock tree synthesis inserted a total of 3 buffers. For met2 alone, demand over resource in global routing was 7.143%. The run gives 0 for the antenna cell count. Of the total synthesized cell area, the portion taken by XOR and XNOR cells is 0%. The maximum number of buffers from clock root to sink was 2. In the final report, the number of hold violations comes to 0.

The tightest min-delay check is of the flip-flop to flip-flop type. The tools report the initial antenna violation count as 0. For the worst reg-to-reg path, the startpoint reported by OpenROAD is dfrl_0.dfr_1.df_0.df_out$_DFF_P_. Global routing finished with a remaining overflow of 0. The number of cells on the worst hold path is listed as 2. The script parses the final routing iteration and logs DRC violations as 0. Of the combinational cells, the family taking the most area is buffers and inverters. According to the report, the first pass of detailed routing completed in 2 iterations.

The launch point of the critical path was reported as dfrl_b.dfr_1.df_0.df_out$_DFF_P_. Worst path required time: 0.80 ns. The floorplan has 26 rows. Per the OpenROAD floorplan log, the height of the die is 94 µm. The tools report the half-perimeter wire length of the detailed placement result as 1318 µm. The number of clock sinks came out at 16. In the final layout, the share of cells above drive strength 1 is 27.78%. At the pin with the least slew margin, the transition time is 0.1428 ns. After layout, the minimum clock period comes to 0.9514 ns.

The insertion delay of the later-clocked pin in the worst-skew pair is 0.25 ns. The first global-routing pass estimated 2891 µm of wire. The via count of the first global-routing pass was 551. The setup path with the least slack is of type flip-flop to primary output. The worst-case reg-to-reg setup slack stands at 0.30 ns. The run gives 94 µm for the width of the die. Entering global routing, the biggest net connects 17 pins.

In the synthesized netlist, the number of instances is 68. In the synthesis report, Yosys lists the chip area as 700.7 µm². The final setup violation count came out at 0. In the final routed layout, each cell accounts on average for 11.73 µm. Clock-pin slew was measured on the worst setup and hold paths at 0.06 ns.

The worst register-to-register path has a depth of 3. Global routing used 4.138% of the available tracks. Static timing analysis puts the maximum clock frequency at 1051 MHz. After clock tree synthesis, the flow added hold-fix buffers numbering 0. The tools report the wire length reported by the detailed router as 1877 µm. Destination of the worst register-to-register timing path: dfrl_0.dfr_1.df_0.df_out$_DFF_P_.

Summing all non-filler instances in the final layout gives an area of 1117 µm². The clock root buffer was clkbuf_8. The run gives 34 for the number of input and output port buffers inserted. The share of synthesized cell area in and-or and or-and compound cells came out at 0%. The multiplexer fraction of the synthesized cell area works out to 22.86%. The arrival time of data at the worst endpoint is listed as 0.75 ns. The floorplan die area is 8836 µm², and the highest fanout seen on the critical path is 2. The run gives 1 for the count of yosys warnings during synthesis. The simple-gate portion of the synthesized area works out to 8.571%.

The tools report the startpoint kind of the worst setup timing path as a flip-flop. The core footprint is 5205 µm², and the buffers plus inverters on the worst setup path is 1. The placement-stage cell area was 1016 µm². The cell area that synthesis handed to floorplanning was 700.7 µm².

For the deepest level of the CTS H-tree, the log shows 1. TritonCTS built the clock tree. The netlist uses 8 different library cells. For this run, the slowest stage of the critical path takes 0.32 ns. Setup repair after global routing left no endpoint under its margin. The critical path goes through clkdlybuf4s15_1.

The beginning of the worst hold path was dfrl_1.dfr_1.df_0.df_out$_DFF_P_. The filler cell count is 582.
power by group:
part / switching, mW / leakage, nW / internal [mW]
sequential: 0.0179 / 0.138 / 0.683
combinational: 0.0687 / 0.312 / 0.171
clock: 0.228 / 0.0288 / 0.349
total: 0.315 / 0.478 / 1.20
stage by stage:
stage                     setup WS, ns  std cells  power [mW]  hold slack [ns]  setup TNS, ns
after floorplan                 0.2176         68      0.8321           0.3472              0
after global placement         -0.2520        155      0.9534           0.4740         -3.952
after detailed placement       -0.2814        155      0.9544           0.4851         -4.169
after CTS                     -0.02148        160       1.561           0.4889       -0.03844
after global routing         0.0009255        160       1.620           0.5044              0
final                          0.04858        160       1.518           0.4818              0
area by class of cell:
class / count / area (µm²) / share of cell area [%]
Timing Repair Buffer: 38 / 414.1 / 37.07
Sequential cell: 16 / 340.3 / 30.46
Clock buffer: 4 / 55.05 / 4.927
Multi-Input combinational cell: 32 / 220.2 / 19.71
Tap cell: 70 / 87.58 / 7.839
cells in the final DEF, fill, tap and decap left out, drive strengths merged:
| master | count |
|---|---|
| bufbuf | 1 |
| buf | 3 |
| dfxtp | 16 |
| dlygate4sd2 | 1 |
| clkbuf | 5 |
| clkdlybuf4s50 | 17 |
| mux2i | 16 |
| nor2 | 16 |
| clkdlybuf4s15 | 15 |
cell usage after synthesis:
cell | instances | area [µm²]
buf_4 | 16 | 120.1
dfxtp_1 | 16 | 320.3
buf_1 | 1 | 3.750
buf_2 | 1 | 5.000
buf_12 | 1 | 20.02
buf_6 | 1 | 11.26
mux2i_1 | 16 | 160.2
nor2_1 | 16 | 60.06
logic make-up (layout without fill, tap and decap cells):
group / after synthesis / after routing
buf+inv: 20 / 42
flops: 16 / 16
mux: 16 / 16
simple gates: 16 / 16
worst max-delay path by stage:
stage | slack [ns] | endpoint | cells past startpoint
CTS | -0.02 | dout[0] | 1
finish | 0.05 | dout[11] | 1
global route | 0.0009 | dout[8] | 1
per-layer routing:
layer	vias to the layer above	part of all wire (%)
met4	0	1.9
met2	14	55
li1	249	-
met3	2	5.5
met5	-	0
met1	226	38
repair_timing:
item	CTS	global route
buffers inserted	0	0
gates cloned	1	0
setup endpoints to repair	17	2
gates resized	45	5
Power is estimated from default activity; no workload was simulated.
